## design/flow/constraint.sdc

```tcl
current_design seven_seg_controller

set clk_period 6.1
set clk_io_pct 0.2

create_clock -name clk0 -period $clk_period [get_ports {clk}]

set non_clock_inputs [all_inputs -no_clocks]
set_input_delay [expr $clk_period * $clk_io_pct] -clock clk0 $non_clock_inputs
set_output_delay [expr $clk_period * $clk_io_pct] -clock clk0 [all_outputs]
```

## design/flow/config.mk

```make
export PLATFORM = sky130hd
export DESIGN_NAME = seven_seg_controller
export DESIGN_NICKNAME = seven_seg_controller
export VERILOG_FILES = /design/flow/design.v
export SDC_FILE = /design/flow/constraint.sdc
export NUM_CORES = 4
export LEC_CHECK = 1
export CORE_UTILIZATION = 50
```

## design/flow/design.v

```verilog
module seven_seg_controller #(
    parameter LSB_FIRST = 1'b0,        
    parameter SEG_FIRST  = 1'b1,       
    parameter BIT_REVERSE = 1'b0,      
    parameter LATCH_DELAY = 4'd4       
) (
    input clk,
    input reset,
    input avs_address,
    input avs_write,
    input [15:0] avs_writedata,
    output avs_waitrequest,
    output reg sr_data,    
    output reg sr_clk,
    output reg sr_latch
);
    assign avs_waitrequest = 0;   
    reg [15:0] display_data;   
    reg [7:0] seg_patterns [0:15];
    initial begin
        seg_patterns[0] = 8'b11000000;   
        seg_patterns[1] = 8'b11111001;   
        seg_patterns[2] = 8'b10100100;   
        seg_patterns[3] = 8'b10110000;   
        seg_patterns[4] = 8'b10011001;   
        seg_patterns[5] = 8'b10010010;   
        seg_patterns[6] = 8'b10000010;   
        seg_patterns[7] = 8'b11111000;   
        seg_patterns[8] = 8'b10000000;   
        seg_patterns[9] = 8'b10010000;   
        seg_patterns[10] = 8'b11111111;  
        seg_patterns[11] = 8'b11111111;  
        seg_patterns[12] = 8'b11111111;  
        seg_patterns[13] = 8'b11111111;  
        seg_patterns[14] = 8'b11111111;  
        seg_patterns[15] = 8'b11111111;  
    end
    reg [7:0] digit_select [0:3];
    initial begin
        digit_select[0] = 8'h08;   
        digit_select[1] = 8'h04;   
        digit_select[2] = 8'h02;   
        digit_select[3] = 8'h01;   
    end
    reg [1:0] digit_sel;
    reg [23:0] refresh_counter;  
    reg load_req;
    reg [15:0] shift_reg;
    reg [4:0] bit_idx;  
    reg [2:0] state;
    reg [7:0] segpat;
    reg [7:0] segpat_rev;
    reg [3:0] latch_cnt;
    reg [25:0] debug_cnt;
    localparam S_IDLE = 3'd0;
    localparam S_LOAD = 3'd1;
    localparam S_SHIFT_LOW = 3'd2;
    localparam S_SHIFT_HIGH = 3'd3;
    localparam S_LATCH_LOW = 3'd4;
    localparam S_LATCH_HIGH = 3'd5;
    reg [11:0] clk_div;
    wire shift_tick = (clk_div == 12'hFFF);
    function [7:0] rev8;
        input [7:0] in;
        integer i;
        begin
            for (i = 0; i < 8; i = i + 1) rev8[i] = in[7-i];
        end
    endfunction
    wire selected_bit = (LSB_FIRST) ? shift_reg[bit_idx] : shift_reg[15-bit_idx];
    always @(posedge clk or posedge reset) begin
        if (reset) begin
            clk_div <= 0;
            refresh_counter <= 0;
            digit_sel <= 0;
            load_req <= 1'b0;
            sr_data <= 1'b0;
            sr_clk <= 1'b0;
            sr_latch <= 1'b0;
            shift_reg <= 16'h0000;
            bit_idx <= 0;
            state <= S_IDLE;
            display_data <= 16'h0000;
            debug_cnt <= 0;
        end else begin
            debug_cnt <= debug_cnt + 1'b1;
            clk_div <= clk_div + 1;
            if (avs_write && avs_address == 0) begin
                display_data <= avs_writedata;
                load_req <= 1'b1;
            end
            if (display_data == 16'hFFFF) begin
                sr_data <= 1'b0;
                sr_clk <= 1'b0;
                sr_latch <= debug_cnt[23];
                state <= S_IDLE;
            end else begin
                refresh_counter <= refresh_counter + 1;
                if (refresh_counter == 24'h03FFFF || load_req) begin
                    refresh_counter <= 0;
                    digit_sel <= digit_sel + 1;
                    state <= S_LOAD;
                    load_req <= 1'b0;   
                end
                if (shift_tick) begin
                case (state)
                    S_IDLE: begin
                        sr_clk <= 1'b0;
                        sr_data <= 1'b0;
                        sr_latch <= 1'b0;
                    end
                    S_LOAD: begin
                        segpat = seg_patterns[ display_data[ (digit_sel*4) +: 4 ] ];
                        segpat_rev = (BIT_REVERSE) ? rev8(segpat) : segpat;
                        if (SEG_FIRST)
                            shift_reg <= { segpat_rev, digit_select[digit_sel] };
                        else
                            shift_reg <= { digit_select[digit_sel], segpat_rev };
                        bit_idx <= 5'd0;
                        sr_clk <= 1'b0;
                        sr_latch <= 1'b0;
                        latch_cnt <= LATCH_DELAY;
                        state <= S_SHIFT_LOW;
                    end
                    S_SHIFT_LOW: begin
                            sr_clk <= 1'b0;
                            sr_data <= selected_bit;
                            state <= S_SHIFT_HIGH;
                    end
                    S_SHIFT_HIGH: begin
                        sr_clk <= 1'b1;
                        if (bit_idx == 5'd15) begin
                            state <= S_LATCH_LOW;
                        end else begin
                            bit_idx <= bit_idx + 1;
                            state <= S_SHIFT_LOW;
                        end
                    end
                    S_LATCH_LOW: begin
                            sr_clk <= 1'b0;
                            sr_latch <= 1'b1;   
                            if (latch_cnt == 0) begin
                                state <= S_LATCH_HIGH;
                            end else begin
                                latch_cnt <= latch_cnt - 1'b1;
                                state <= S_LATCH_LOW;
                            end
                    end
                        S_LATCH_HIGH: begin
                            sr_latch <= 1'b0;   
                            state <= S_IDLE;
                    end
                    default: state <= S_IDLE;
                endcase
                end  
            end  
        end  
    end  
endmodule
```

## design/flow/run.sh

```bash
#!/bin/bash
# OpenROAD 26Q1-2900-gdf79404cd8, Yosys 0.63+post, stock flow scripts
make -C /OpenROAD-flow-scripts/flow DESIGN_CONFIG=/design/flow/config.mk WORK_HOME=/design/flow/orfs finish
```

==> flow_summary.ini <==
; synthesis and place-and-route metrics
[status]
status = complete, no violations

[sta]
period_used_share = 0.403
whs_ps = 449
rsz0062_at_grt = no
tns_ps = 0
final_hold_viol_count = 0
layout_setup_ws_ps = 3640
worst_pin_slew_ps = 804
setup-violations-final = 0
drv_slew = 0
max_clock_freq_mhz = 407
skew_ps = 14.5
slew_headroom = 0.463
post-route-min-period_ps = 2460

[job]
maxCapViolations = 0
warning_count = 32

[synthesis]
ys_cells = 488
ys.flops = 109
synth-async-reset-ratio = 0.963
ys_seq_frac = 0.516
synth.avg_cell_area_um2 = 10.9
synth_warnings = 1
synthCells = 488
synthDistinctLibCells = 57
edf_count = 4
ff_type = dfrtp_1
yosys_area_mm2 = 0.00532
synth_area_mm2 = 0.00532

[worst_setup_path]
cp.required_ps = 6530
worstSetupPathType = primary input to asynchronous set/reset pin
cp_data_arrival_time_ps = 2890
crit_path_start = reset
r2r-start = refresh_counter[4]
worst-path-max-fanout = 57
cp-start-kind = primary input
cp-end-kind = asynchronous set/reset pin

[cts]
post-cts-setup-buffer-count = 0
hold_buffers = 0
root_buffer = clkbuf_8
numCtsBuffers = 9
ctsResizeCount = 0
clk_pin_slew_worst_paths_ps = 100
clk-insertion-delay-late_ps = 370
htree_levels = 3
cts_tree = done
cts_buffer_depth = 2
clock-sinks = 109

[floorplanning]
die_y_um = 105
num_io_pins = 24
placementRows = 37
chipWidth_um = 105
chipArea_mm2 = 0.0111
coreArea_mm2 = 0.0103
fp_util = 0.516

[route]
diodes = 0
drc = 0
drt-initial-drc-count = 107
wirelength_um = 8860
wl_per_cell_um = 13.8
via_per_inst = 5.44
antenna_left = 0
via_count = 3496
drt_pass1_iterations = 4

[hold_path]
hold_start = clk_div[0]
min_path_type = register to register

[finish]
layout.cells.most_common = dfrtp_1
largest_registers = debug_cnt x24, refresh_counter x24, display_data x16
final_cell_mix = 104 x dfrtp_1, 38 x nand2_1, 37 x xnor2_1, 35 x nor2_1, 32 x nand3_1
syn_to_final_growth_pct = 9.85
finalInstanceArea_mm2 = 0.00585
drive_gt1_frac = 0.110
fin_util = 0.566

[global_route]
gr-usage-met2 = 0.274
grt_most_used_layer = met1
grt_max_degree = 58
grt_pass1_vias = 3432
antenna_found_initial = 0
grtUsageMet3 = 0.0413
grt_usage = 0.188
grt-ovfl-total = 0
grt_pass1_wl_um = 16200
use_met1 = 0.316

[placement]
pre_cts_slack_ps = 3150
postPlaceCellArea_mm2 = 0.00565
place_congestion = 0.800
post-dp-hpwl_um = 5970
io_buffers = 22

[pwr]
p_leak_nw = 2.55
vdd_drop_max_uv = 179
power_density_mw_per_mm2 = 267
-- power breakdown --
part	total, mW	switching (mW)	internal [mW]
Clock	0.442	0.232	0.210
Combinational	0.308	0.177	0.131
Sequential	0.814	0.0511	0.763
Total	1.56	0.460	1.10
-- synth_stat cells (all sizes together), types with 4 or more instances --
library cell	instances	area, um^2
dfrtp	104	2600
nand2	38	143
nor2	37	149
xnor2	37	324
nand3	33	170
mux2	21	236
o21ai	19	95.1
a21oi	18	90.1
inv	17	63.8
nand4	16	106
ha	14	175
xor2	14	123
clkbuf	13	48.8
and3	12	75.1
nor3	11	66.3
buf	10	57.6
mux4	7	158
nor4	7	65.1
a22o	5	43.8
and4	5	43.8
nor2b	5	31.3
edfxtp	4	120
o31ai	4	30.0
-- critical path: stages --
cell,delay [ps]
clkdlybuf4s50_1,470
inv_4,460
buf_4,680
-- cell families (layout without fill, tap and decap cells) --
family	Yosys count	in the layout	share of synthesized area
AOI/OAI and AO/OA	64	64	0.0757
xor gates and xnor gates	51	51	0.0839
adders and majority gates	14	14	0.0329
buffers and inverters	40	59	0.0320
DFF	109	109	0.516
muxes	31	31	0.0797
other	1	1	0.000704
and+or+nand+nor	178	178	0.179
-- worst paths after layout --
kind,depth (start not counted),slack (ps),to
min in group asynchronous,2,1310,sr_clk
max in group clk0,5,3680,digit_sel[1]
max reg2reg,5,3680,digit_sel[1]
min reg2reg,1,450,clk_div[0]
max,3,3640,shift_reg[14]
min,1,450,clk_div[0]
-- routing by layer --
metal / vias to the layer above / routed length [um]
met5: - / 0
met4: 0 / 116
met3: 9 / 326
met2: 56 / 3790
met1: 1678 / 4630
li1: 1753 / -
-- stage by stage --
step	std cells	total power, mW
after global placement	628	1.13
after global routing	643	1.67
after detailed placement	628	1.13
after CTS	643	1.59
after floorplan	488	1.06
final	643	1.56
-- final cells by class --
cell class	instances	area, um^2
Sequential cell	109	2750
Clock buffer	12	155
Fill cell	865	4480
Multi-Input combinational cell	339	2400
Tap cell	136	170
Timing Repair Buffer	27	258
Clock inverter	3	45.0
Inverter	17	66.3
Power and IR drop assume default switching activity.
